==> design.v <==
`timescale 1ns / 1ps
module LEGv8_ALC(
    input [10:0] op_code,
    input [1:0]  ALUOp,
    output reg [3:0] ALU_ctrl
    );
    always @(*)
        begin
            case(ALUOp)
            2'b00:
                ALU_ctrl <= 4'b0010;
            2'b01:
                ALU_ctrl <= 4'b0111;
            2'b10:
                if (op_code == 11'b10001011000)
                    ALU_ctrl <= 4'b0010;
                else if (op_code == 11'b11001011000)
                    ALU_ctrl <= 4'b0110;
                else if (op_code == 11'b10001010000)
                    ALU_ctrl <= 4'b0000;
                else if (op_code == 11'b10101010000)
                    ALU_ctrl <= 4'b0001;
            endcase
        end
endmodule
`timescale 1ns / 1ps
module LEGv8_ALU(
    input [3:0]  ALU_ctrl,
    input [63:0] src_1,
    input [63:0] src_2,
    output reg        zero,
    output reg [63:0] ALU_result
    );
    always @(*)
        case(ALU_ctrl)
            4'b0000: ALU_result <= src_1 & src_2;
            4'b0001:  ALU_result <= src_1 | src_2;
            4'b0010: ALU_result <= src_1 + src_2;
            4'b0110: ALU_result <= src_1 - src_2;
            4'b0111: ALU_result <= src_2;
            4'b1100: ALU_result <= !(src_1 | src_2);
        endcase
    always @(ALU_result)
        if (ALU_result == 0)
            zero <= 1'b1;
        else
            zero <= 1'b0;
endmodule
`timescale 1ns / 1ps
module LEGv8_Ctrl(
    input        rst,
    input [10:0] Inst,
    output reg        UBranch,
    output reg        Branch,
    output reg        MemRead,
    output reg        MemtoReg,
    output reg [1:0]  ALUop,
    output reg        MemWrite,
    output reg        ALUSrc,
    output reg        RegWrite
    );
    always @(Inst or rst)
        begin
            if(Inst == 11'd1986)                 
                begin
                    UBranch     <= 1'b0;
                    Branch      <= 1'b0;
                    MemRead     <= 1'b1;
                    MemtoReg    <= 1'b1;
                    ALUop       <= 2'b00;
                    MemWrite    <= 1'b0;
                    ALUSrc      <= 1'b1;
                    RegWrite    <= 1'b1;
                end
            else if (Inst == 11'd1984)           
                begin
                    UBranch     <= 1'b0;
                    Branch      <= 1'b0;
                    MemRead     <= 1'b0;
                    MemtoReg    <= 1'bx;
                    ALUop       <= 2'b00;
                    MemWrite    <= 1'b1;
                    ALUSrc      <= 1'b1;
                    RegWrite    <= 1'b0;
                end
            else if (Inst[10:3] == 8'd180)       
                begin
                    UBranch     <= 1'b0;
                    Branch      <= 1'b1;
                    MemRead     <= 1'b0;
                    MemtoReg    <= 1'bx;
                    ALUop       <= 2'b01;
                    MemWrite    <= 1'b0;
                    ALUSrc      <= 1'b0;
                    RegWrite    <= 1'b0;
                end
            else if (Inst[10:5] == 6'd5)         
                begin
                    UBranch     <= 1'b1;
                    Branch      <= 1'bx;
                    MemRead     <= 1'bx;
                    MemtoReg    <= 1'bx;
                    ALUop       <= 2'bxx;
                    MemWrite    <= 1'bx;
                    ALUSrc      <= 1'bx;
                    RegWrite    <= 1'bx;
                end
            else
                begin                            
                    UBranch     <= 1'b0;
                    Branch      <= 1'b0;
                    MemRead     <= 1'b0;
                    MemtoReg    <= 1'b0;
                    ALUop       <= 2'b10;
                    MemWrite    <= 1'b0;
                    ALUSrc      <= 1'b0;
                    RegWrite    <= 1'b1;
                end
        end
endmodule
`timescale 1ns / 1ps
module LEGv8_EX(
    input [63:0] RD1,
    input [63:0] RD2,
    input [63:0] PC,
    input [63:0] SE,
    input [10:0] op_code,
    input [1:0]  ALUop,
    input        ALUSrc,
    output reg  [63:0] Br_Tar,
    output wire        is_zero,
    output wire [63:0] ALU_result
    );
    reg  [63:0] src_2;
    reg  [63:0] shift;
    wire [3:0]  ALU_ctrl;
    LEGv8_ALC ALC_mod(op_code, ALUop, ALU_ctrl);
    LEGv8_ALU ALU_mod(ALU_ctrl, RD1, src_2, is_zero, ALU_result);
    always @(*)
        begin
            case(ALUSrc)
                1'b0: src_2 <= RD2;
                1'b1: src_2 <= SE;
            endcase
        end
    always @(SE)
        begin
            shift <= SE << 2;
        end
    always @(*)
        begin
            Br_Tar <= PC + shift;
        end
endmodule
`timescale 1ns / 1ps
module LEGv8_ID(
    input        clk,
    input        rst,
    input [31:0] inst,
    input [4:0]  WR,
    input [63:0] WD,
    input        RegWrite,
    output wire [63:0] RD1,
    output wire [63:0] RD2,
    output wire [63:0] SE,
    output wire        UBranch,
    output wire        Branch,
    output wire        MemRead,
    output wire        MemtoReg,
    output wire [1:0]  ALUop,
    output wire        MemWrite,
    output wire        ALUSrc,
    output wire        RegWrite_c
    );
    reg Reg2Loc;
    reg [10:0] opcode;
    reg [4:0]  RR1;
    reg [4:0]  RR2;
    LEGv8_RegFile RF_mod(clk, rst, RegWrite, RR1, RR2, WR, WD, RD1, RD2);
    LEGv8_SE      SE_mod(rst, inst, SE);
    LEGv8_Ctrl    CT_mod(rst, opcode, UBranch, Branch, MemRead, MemtoReg,
                         ALUop, MemWrite, ALUSrc, RegWrite_c);
    always @(inst or rst)
        begin
            Reg2Loc = inst[28];
            opcode  <= inst[31:21];
            RR1     <= inst[9:5];
            case(Reg2Loc)
            1'b0:
                begin
                    RR2 <= inst[20:16];
                end
            1'b1:
                begin
                    RR2 <= inst[4:0];
                end
            endcase
        end
endmodule
`timescale 1ns / 1ps
module LEGv8_IF(
    input        clk,
    input        rst,
    input        PCSrc,
    input [63:0] Br_Tar,
    output reg [63:0] PC
    );
    always @(rst)
        begin
            PC <= 63'b0;
        end
    always @(posedge clk)
        case (PCSrc)
        1'b0:
            begin
                PC <= PC + 4;
            end
        1'b1:
            begin
                PC <= Br_Tar;
            end
        endcase
endmodule
`timescale 1ns / 1ps
module LEGv8_MEM(
    input rst,
    input UBranch,
    input Branch,
    input is_zero,
    output reg PCSrc
    );
    reg CBZ;
    always @(rst)
        begin
            PCSrc <= 1'b0;
        end
    always @(Branch or is_zero)
        begin
            CBZ <= Branch & is_zero;
        end
    always @(UBranch or CBZ)
        begin
            PCSrc <= UBranch | CBZ;
        end
endmodule
`timescale 1ns / 1ps
module LEGv8_Processor(
    input        clk,
    input        rst,
    input [31:0] inst,
    input [63:0] RD_DM,
    output wire [63:0] PC,
    output reg [63:0] address_DM,
    output reg [63:0] WD_DM,
    output reg        MemRead_DM,
    output reg        MemWrite_DM
    );
    reg [63:0] IF_PC;
    reg [31:0] IF_inst;
    reg [63:0] ID_RD1;
    reg [63:0] ID_RD2;
    reg [63:0] ID_PC;
    reg [63:0] ID_SE;
    reg        ID_UBranch;
    reg        ID_Branch;
    reg        ID_MemRead;
    reg        ID_MemtoReg;
    reg [1:0]  ID_ALUop;
    reg        ID_MemWrite;
    reg        ID_ALUSrc;
    reg        ID_RegWrite;
    reg [10:0] ID_op_code;
    reg [4:0]  ID_WR;
    reg [63:0] EX_Br_Tar;
    reg        EX_is_zero;
    reg [63:0] EX_ALU_result;
    reg        EX_UBranch;
    reg        EX_Branch;
    reg        EX_MemRead;
    reg        EX_MemtoReg;
    reg        EX_MemWrite;
    reg        EX_RegWrite;
    reg [63:0] EX_WD;
    reg [4:0]  EX_WR;
    reg [63:0] WB_RD_DM;
    reg [63:0] WB_ALU_result;
    reg [4:0]  WB_WR;
    reg        WB_MemtoReg;
    reg        WB_RegWrite;
    wire        PCSrc;
    wire [63:0] RD1;
    wire [63:0] RD2;
    wire [63:0] SE;
    wire        UBranch;
    wire        Branch;
    wire        MemRead;
    wire        MemtoReg;
    wire [1:0]  ALUop;
    wire        MemWrite;
    wire        ALUSrc;
    wire        RegWrite;
    wire [63:0] Br_Tar;
    wire        is_zero;
    wire [63:0] ALU_result;
    reg [63:0] WriteData;
    LEGv8_IF  M0(clk, rst, PCSrc, EX_Br_Tar, PC);
    LEGv8_ID  M1(clk, rst, IF_inst, WB_WR, WriteData,
                 WB_RegWrite, RD1, RD2, SE, UBranch, Branch,
                 MemRead, MemtoReg, ALUop, MemWrite,
                 ALUSrc, RegWrite);
    LEGv8_EX  M2(ID_RD1, ID_RD2, ID_PC, ID_SE, ID_op_code,
                 ID_ALUop, ID_ALUSrc, Br_Tar, is_zero,
                 ALU_result);
    LEGv8_MEM M3(rst, EX_UBranch, EX_Branch, EX_is_zero, PCSrc);
    always @(posedge clk)
        begin
            IF_PC <= PC;
            IF_inst <= inst;
            ID_RD1 <= RD1;
            ID_RD2 <= RD2;
            ID_PC <= IF_PC;
            ID_SE <= SE;
            ID_UBranch <= UBranch;
            ID_Branch <= Branch;
            ID_MemRead <= MemRead;
            ID_MemtoReg <= MemtoReg;
            ID_ALUop <= ALUop;
            ID_MemWrite <= MemWrite;
            ID_ALUSrc <= ALUSrc;
            ID_RegWrite <= RegWrite;
            ID_op_code <= IF_inst[31:21];
            ID_WR <= IF_inst[4:0];
            EX_Br_Tar <= Br_Tar;
            EX_is_zero <= is_zero;
            EX_ALU_result <= ALU_result;
            EX_WD <= ID_RD2;
            EX_WR <= ID_WR;
            EX_UBranch <= ID_UBranch;
            EX_Branch <= ID_Branch;
            EX_MemRead <= ID_MemRead;
            EX_MemtoReg <= ID_MemtoReg;
            EX_MemWrite <= ID_MemWrite;
            EX_RegWrite <= ID_RegWrite;
            WB_RD_DM <= RD_DM;
            WB_ALU_result <= EX_ALU_result;
            WB_WR <= EX_WR;
            WB_MemtoReg <= EX_MemtoReg;
            WB_RegWrite <= EX_RegWrite;
        end
    always @(*)
        begin
            address_DM <= EX_ALU_result;
            WD_DM <= EX_WD;
            MemRead_DM <= EX_MemRead;
            MemWrite_DM <= EX_MemWrite;
        end
    always @(*)
        begin
        case(WB_MemtoReg)
            1'b0: WriteData <= WB_ALU_result;
            1'b1: WriteData <= WB_RD_DM;
        endcase
        end
endmodule
`timescale 1ns / 1ps
module LEGv8_RegFile(
    input        clk,
    input        rst,
    input        RegWrite,
    input [4:0]  RR1,
    input [4:0]  RR2,
    input [4:0]  WR,
    input [63:0] WD,
    output reg [63:0] RD1,
    output reg [63:0] RD2
    );
    reg [63:0] RegFile [31:0];
    always @(rst)
        begin
            RegFile[31] <= 64'h0000000000000000;
        end
    always @(RR1 or RR2)
        begin
            RD1 <= RegFile[RR1];
            RD2 <= RegFile[RR2];
        end
    always @(posedge clk)
        begin
            if(RegWrite == 1'b1)
                begin
                    RegFile[WR] <= WD;
                end
        end
endmodule
`timescale 1ns / 1ps
module LEGv8_SE(
    input        rst,
    input [31:0] inst,
    output reg [63:0] extd
    );
    reg [63:0] temp;
    always @(inst or rst)
        case(inst[31:28])
        4'b1111:
            begin
                temp = inst[20:12];
                if (inst[20] == 1)
                    extd <= (64'hFFFFFFFFFFFFFE00) | temp;
                else
                    extd <= (64'h00000000000001FF) & temp;
            end
        4'b1011:
            begin
                temp = inst[23:5];
                if (inst[23] == 1)
                    extd <= (64'hFFFFFFFFFFFC0000) | temp;
                else
                    extd <= (64'h000000000003FFFF) & temp;
            end
        4'b0001:
            begin
                temp = inst[25:0];
                if (inst[25] == 1)
                    extd <= (64'hFFFFFFFFFC000000) | temp;
                else
                    extd <= (64'h0000000003FFFFFF) & temp;
            end
        endcase
endmodule
==> run.sh <==
#!/bin/bash
# OpenROAD 26Q1-2900-gdf79404cd8, Yosys 0.63+post, stock flow scripts
make -C /OpenROAD-flow-scripts/flow DESIGN_CONFIG=/design/flow/config.mk WORK_HOME=/design/flow/orfs finish
==> config.mk <==
export PLATFORM = sky130hd
export DESIGN_NAME = LEGv8_Processor
export DESIGN_NICKNAME = LEGv8_Processor
export VERILOG_FILES = /design/flow/design.v
export SDC_FILE = /design/flow/constraint.sdc
export NUM_CORES = 4
export LEC_CHECK = 1
export CORE_UTILIZATION = 30
==> constraint.sdc <==
current_design LEGv8_Processor

set clk_period 8.9
set clk_io_pct 0.2

create_clock -name clk0 -period $clk_period [get_ports {clk}]

set non_clock_inputs [all_inputs -no_clocks]
set_input_delay [expr $clk_period * $clk_io_pct] -clock clk0 $non_clock_inputs
set_output_delay [expr $clk_period * $clk_io_pct] -clock clk0 [all_outputs]
==> summary.txt <==
Implementation results

Summed over all cells, the static leakage comes to 39.0 nW. At the later pin of the worst-skew pair, clock insertion delay measures 970 ps. The number of setup buffers added after CTS is 0. The final tally of setup violations is 0. Per the Yosys statistics, synthesis produced 7,501 cells. Among all stages on the critical path, the largest delay is contributed by sky130_fd_sc_hd__buf_4. The largest clock skew in the final design is 84.6 ps. Among the stages of the critical path, the cell type that occurs most often is sky130_fd_sc_hd__buf_4. The largest delay contributor family on the critical path is buffers and inverters. After routing, the total negative slack on setup checks comes to 0 ps. Ranked by total cell area, the synthesized netlist is headed by sky130_fd_sc_hd__edfxtp_1, sky130_fd_sc_hd__dfxtp_1, sky130_fd_sc_hd__a22oi_1. Hold repair after CTS inserted 0 buffers. The switching portion of total power is 0.271.

For the pin with the worst max-slew slack, the measured transition is 1240 ps. Looking at the cell usage after synthesis, the top flip-flop cell is sky130_fd_sc_hd__edfxtp_1. Summing over the stages, the warning tally comes to 30. The data arrival at the endpoint of the critical path is 6020 ps.

The critical path maximum fanout is 25. The type of element launching the critical path is a register. The switching power of the nets is 0.00747 W. The count of yosys warnings during synthesis is 11. The run finished with clean final reports. The maximum number of pins on one net before global-route repair is 74. The final routed DRC violation total is 0. In the placement report, post-DP HPWL is listed as 298 mm.

At the end of routability-driven placement, the weighted congestion stood at 1.04. The final setup slack of the worst path is 3740 ps. The dominant kind of combinational cell is AND-OR/OR-AND gates. From left edge to right edge, the die measures 588 um.

After detailed routing, the total wire length is 510 mm. The area share of the largest cell type after synthesis is 0.578. The clock share of power is 0.391.

The worst pin sits at a relative slew slack of 0.174. Of all flip-flops after synthesis, the portion carrying an async set or reset was 0. The final report gives the core utilization as 0.354. Final hold analysis gives a worst-case slack of 324 ps. Across every metal layer, demand over resource in global routing totals 0.303. The adder and majority cell fraction of the synthesized area is 0.00821. The number of flops mapped to enable cells by yosys is 1,984.

The number of filler instances in the final layout is 31,868. Dividing the final minimum period by the clock period gives 0.580. The mapped netlist covers 0.103 mm^2.

The post-layout total power is 0.0276 W. The library cell occupying the most area in the post-synthesis netlist is sky130_fd_sc_hd__edfxtp_1. The I/O pin total is 292. The initial utilization of the core area, before any placement, comes to 0.302.

The share of total power in combinational logic is 0.130. The relative contribution of sequential cells to total power is 0.479. Setup repair after global routing left no endpoint under its margin. According to the floorplan report, the total die area is 0.346 mm^2.

The flow measured a signed area growth from synthesis to layout of 17.0%. The number of antenna-violating nets in the routed design is 0. The worst setup path is captured at a register. Data on the critical path is required at its endpoint by 9750 ps. The yosys-reported design area after synthesis is 0.103 mm^2.

The cell area power density is 229 mW/mm^2. After clock tree synthesis, the repair step resized 0 gates. For reference, the final report shows the hold violation count at 0. The time the worst path needs with I/O delays and setup is 5160 ps. Looking at the clock tree report, the H-tree level count equals 4. The number of port buffers is 226. Among all stages on the critical path, the maximum delay recorded is 740 ps. Synthesis instantiated 90 different standard cells from the library. The number of slew-limit violations in the final report is 0. The number of global-route vias before repair was 84,699. Sorting the synthesis cell report by count puts at the top sky130_fd_sc_hd__edfxtp_1.

The xor-xnor portion of the synthesized cell area is 0.00994. The count of endpoints without a timing constraint is 183. The TritonCTS clock tree is done.

The TritonCTS buffer count is 240. The first-pass detailed-route iteration total is 13. The first-pass GRT wire length is 685 mm. The core area is 0.341 mm^2.

For reference, the mux area share after synthesis is 0.0113. In this run the core area contains 214 standard-cell rows. A synthesized cell averages 13.7 um^2. The count of maximum capacitance violations is 0. In this run, the synthesized area fraction spent on and/or/nand/nor cells is recorded as 0.0693.

The violation tally from detailed-route iteration zero is 9,935. Per the timing report, the achievable frequency comes out to 194 MHz. Note that the worst hold path type here is reg2reg. The height of the die is 588 um. For reference, the most critical setup path is categorized as reg2reg. The maximum clock path buffer count is 4.

In this run, synthesis produced a sequential element count of 2,557. Per the post-place timing report, worst setup slack is 4070 ps. Ranked by instance count, the synthesized netlist is headed by sky130_fd_sc_hd__edfxtp_1, sky130_fd_sc_hd__a22oi_1, sky130_fd_sc_hd__dfxtp_1. The critical path contains buffers and inverters numbering 4 combined.

Global routing finished with a remaining overflow of 0. The maximum ir drop on the vdd rail is 0.176 mV. The instance count of the mapped netlist is 7,501. The synthesized-area fraction occupied by ao, oa, aoi and oai cells is 0.191. The number of antenna violations at the first check in global routing is 48. The final route contains 83,247 vias. The timer found 93 register pins that no clock reaches; their paths are not timed.

The layout summary lists the proportion of cells stronger than drive strength 1 as 0.116. The tree is rooted in a sky130_fd_sc_hd__clkbuf_16. On the reported timing paths, the clock transition at the registers reads 60 ps. The per-cell via count in the routed design is 6.60.

Per STA, the worst path is made up of mux2_2 > nand2_1 > nor2_4 > buf_4 > buf_4 > buf_4 > a22oi_1 > nand4_1 > nor4_1 > buf_4 > a21oi_1. The routed wirelength normalized by instance count is 40.5 um. Internal power comes to 0.0201 W.
## final timing paths
kind | from | to | slack, ps | depth (start not counted)
worst max-delay path | IF_inst[20] | ID_RD2[56] | 3740 | 11
worst min-delay path | ID_WR[2] | EX_WR[2] | 320 | 0
worst max register to register | IF_inst[20] | ID_RD2[56] | 3740 | 11
worst min register to register | ID_WR[2] | EX_WR[2] | 320 | 0
## final cells by class
cell class,instances,area [um^2],share of cell area
multi-input cells,4394,30900,0.256
well taps,4536,5680,0.0471
clock buffers,298,6390,0.0530
repair buffers,557,4950,0.0410
clock inverters,141,1790,0.0149
diodes,93,233,0.00193
flip-flops and latches,2557,70600,0.585
inverters,31,116,0.000965
## metrics by stage
step,area [um^2],cells
after floorplan,103000,7564
after global placement,112000,12075
after detailed placement,112000,12075
after CTS,120000,12514
after global routing,121000,12587
final,121000,12607
## routing by layer
metal / track usage / vias to the layer above / share of wire
met5: 0.165 / - / 0.013
met1: 0.278 / 38946 / 0.28
met4: 0.185 / 156 / 0.085
met3: 0.287 / 2925 / 0.22
met2: 0.407 / 9792 / 0.40
li1: - / 31428 / -
## sequential cells by signal, summed over array words and instances (netlist names), 5 cells and up
signal,cells
M1.RF_mod.RegFile,1984
EX_ALU_result,64
EX_WD,64
ID_RD1,64
ID_RD2,64
M2.ALU_mod.ALU_result,64
WB_ALU_result,64
WB_RD_DM,64
IF_inst,32
ID_SE,26
M1.SE_mod.extd,26
ID_op_code,11
EX_WR,5
ID_WR,5
WB_WR,5
## power by group through the flow
stage	clock (W)	sequential [W]	combinational [W]
CTS	0.0108	0.0132	0.00343
global route	0.0112	0.0132	0.00376
finish	0.0108	0.0132	0.00359
## cell families (layout without fill, tap and decap cells)
kind of cell	after synthesis	count (layout)
compound gates	2599	2599
xor+xnor	117	117
fa+ha+maj	67	67
buf+inv	613	1027
flops	2464	2464
latches	93	93
mux	104	104
other cells	1	157
simple gates	1443	1443
## cells in the final DEF, fill, tap and decap left out, drive strengths merged, types with 74 or more instances in the layout
cell / count
a21oi: 206
a221oi: 327
a222oi: 74
a22o: 278
a22oi: 1171
buf: 331
clkbuf: 298
clkdlybuf4s50: 226
clkinv: 83
dfxtp: 480
diode: 93
dlxtn: 93
edfxtp: 1984
mux2: 93
nand2: 349
nand3: 229
nand4: 268
nor2: 317
o21ai: 212
Power is estimated from default activity; no workload was simulated.
